===== flow/design.v =====
module fifo #(parameter FIFO_DEPTH=16 , FIFO_WIDTH=8) (
  input clk,        
  input reset,      
  input read_en,    
  input write_en,   
  input [FIFO_WIDTH-1:0] data_in,              
  output      empty,                           
  output      full,                            
  output reg  [FIFO_WIDTH-1:0] data_out        
);
localparam PTR_WIDTH = $clog2(FIFO_DEPTH);  
reg [FIFO_WIDTH-1:0]  memory  [FIFO_DEPTH-1:0];
reg [PTR_WIDTH-1:0]  write_ptr; 
reg [PTR_WIDTH-1:0]  read_ptr;
wire [PTR_WIDTH-1:0] write_ptr_next ;   
wire [PTR_WIDTH-1:0] read_ptr_next ;    
wire write_ok ;  
wire read_ok ;   
always @( posedge clk or posedge reset)
  if(reset) begin
    write_ptr  <= 0 ;
    read_ptr   <= 0 ;
  end else begin
    write_ptr <= write_ptr_next ;
    read_ptr  <= read_ptr_next ; 
  end
assign write_ok = write_en & !full ;
assign read_ok  = read_en & !empty ;
always @(posedge clk)             
 if (write_ok) memory[write_ptr] <=  data_in;
always @ (posedge clk)       
 if (read_ok) data_out <= memory[read_ptr] ; 
assign write_ptr_next = write_ok ? ((write_ptr+1) % FIFO_DEPTH) : write_ptr ;  
assign read_ptr_next  = read_ok  ? ((read_ptr+1)  % FIFO_DEPTH) : read_ptr ;   
assign empty  = (read_ptr == write_ptr) ;   
assign full  =  (write_ptr+1)%FIFO_DEPTH == read_ptr ;  
endmodule
module full_design (
input clk,  
input reset,  
input signed [7:0] sym_i,  
input signed [7:0] sym_q,  
input iq_valid ,  
input read_en,
output empty,  
output full, 
output [7:0] data_out
);
 wire [7:0] data; 
 wire data_valid; 
qpsk qpsk_(
	.clk(clk),
	.reset(reset),
	.sym_i(sym_i),
	.sym_q(sym_q),
	.iq_valid(iq_valid),
	.data(data),
	.data_valid(data_valid)
	);
fifo fifo_(
	.clk(clk),
	.reset(reset),
	.read_en(read_en),
	.write_en(data_valid),
	.data_in(data),
	.empty(empty),
	.full(full),
	.data_out(data_out)
	);
endmodule
module qpsk (
input clk,  
input reset,  
input signed [7:0] sym_i,  
input signed [7:0] sym_q,  
input iq_valid ,  
output reg [7:0] data,  
output reg data_valid  
);
reg [3:0] symb_counter;
reg [3:0] last_symb_counter;
reg [7:0] changed_data;
wire [15:0] sel;
always@ (posedge clk) begin
	if(reset)begin
		changed_data<=0;
		symb_counter<=0;
		last_symb_counter<=0;
	end
	else if(iq_valid)begin
		case(sel)
			16'h4040: changed_data[symb_counter+:2]<=2'b11;
			16'h40C0: changed_data[symb_counter+:2]<=2'b10;
			16'hC040: changed_data[symb_counter+:2]<=2'b01;
			16'hC0C0: changed_data[symb_counter+:2]<=2'b00;
			default:  changed_data<=0;
		endcase	
		symb_counter<=(symb_counter+2)%8;	
	end	
	last_symb_counter<=symb_counter;
end
always@(posedge clk) begin
	if (reset) begin
		data_valid<=0;
		data<=0;
	end
	else if((symb_counter%8==0)&&(changed_data>0)&&(symb_counter!=last_symb_counter))begin
			data_valid<=1;
			data<=changed_data;
		end	
	if(data_valid)
		data_valid<=0;
end
assign sel={sym_q,sym_i};
endmodule 

===== flow/run.sh =====
#!/bin/bash
# OpenROAD 26Q1-2900-gdf79404cd8, Yosys 0.63+post, stock flow scripts
make -C /OpenROAD-flow-scripts/flow DESIGN_CONFIG=/design/flow/config.mk WORK_HOME=/design/flow/orfs finish

===== flow/config.mk =====
export PLATFORM = sky130hd
export DESIGN_NAME = full_design
export DESIGN_NICKNAME = full_design
export VERILOG_FILES = /design/flow/design.v
export SDC_FILE = /design/flow/constraint.sdc
export NUM_CORES = 4
export LEC_CHECK = 1
export CORE_UTILIZATION = 50

===== flow/constraint.sdc =====
current_design full_design

set clk_period 4.3
set clk_io_pct 0.2

create_clock -name clk0 -period $clk_period [get_ports {clk}]

set non_clock_inputs [all_inputs -no_clocks]
set_input_delay [expr $clk_period * $clk_io_pct] -clock clk0 $non_clock_inputs
set_output_delay [expr $clk_period * $clk_io_pct] -clock clk0 [all_outputs]

==> results_tabular.tex <==
% Auto-generated results table
\begin{tabular}{lr}
\hline
Metric & Value \\
\hline
\multicolumn{2}{l}{\textbf{Clock network}} \\
\quad Clk buf depth & 2 \\
\quad Sink Count & 165 \\
\quad Worst-Skew Late Latency & $\sim$420 ps \\
\quad H-tree Lvls & 4 \\
\quad Worst-path clk slew & about 60 ps \\
\quad Resize count post-CTS & 0 \\
\quad Hold-fix buffers at CTS & 0 \\
\quad Total setup buffers inserted after CTS & 0 \\
\quad Cts bufs inserted & 17 \\
\quad TritonCTS clock tree & yes \\
\quad Master cell of the clock root buffer & sky130\_fd\_sc\_hd\_\_clkbuf\_16 \\
\multicolumn{2}{l}{\textbf{Flow run}} \\
\quad Max-cap violations & 0 \\
\quad Number of logged tool warnings & 31 \\
\multicolumn{2}{l}{\textbf{Final layout}} \\
\quad Register cell area after layout & 4710 µm² \\
\quad Fraction of final layout cells with drive strength greater than 1 & between 15 and 20\% \\
\quad FILL cells & $\sim$1000 \\
\quad Area of combinational cells with multiple inputs & roughly 2000 µm² \\
\quad Area growth, synth to finish & 15.7\% \\
\multicolumn{2}{l}{\textbf{Die}} \\
\quad Die Y-Extent & 119 µm \\
\quad Core Footprint & 13300 µm² \\
\quad Horizontal die dimension & 119 µm \\
\quad Cell row count & roughly 42 \\
\quad Initial core utilization & 51.6\% \\
\quad Io pins & 30 \\
\quad Area of the die & $\sim$14000 µm² \\
\multicolumn{2}{l}{\textbf{STA}} \\
\quad Setup Total Neg Slack & 0 ps \\
\quad Worst relative slew slack & 47.8\% \\
\quad Hold violation count in the final report & 0 \\
\quad Final period util & a little over four fifths \\
\quad Peak Freq & between 0.2 and 0.3 GHz \\
\quad Tmin final & 3650 ps \\
\quad Final WS setup & roughly 650 ps \\
\quad Max Clock Skew & a little over 5 ps \\
\quad Tightest hold margin & between 400 and 500 ps \\
\quad Final-report setup violation count & 0 \\
\quad Pins over their slew limit & 0 \\
\quad Setup repair after global routing missed its margin & no \\
\quad Tightest Pin Transition & roughly 780 ps \\
\multicolumn{2}{l}{\textbf{Detailed routing}} \\
\quad Number of nets still failing antenna checks after routing & 0 \\
\quad Post-Route WL & approximately 12000 µm \\
\quad Drt via density & approximately 5.6 \\
\quad Diode insertion count for antenna repair & 0 \\
\quad First-iteration detailed-routing DRC count & about 160 \\
\quad Count of vias placed by the detailed router & roughly 3400 \\
\quad Mean routed wirelength per cell & a little over 20 µm \\
\quad Detailed Routing Iterations Pass 1 & 7 \\
\quad Number of remaining DRC errors & 0 \\
\multicolumn{2}{l}{\textbf{Synth}} \\
\quad Biggest area consumer among synthesized cells & sky130\_fd\_sc\_hd\_\_edfxtp\_1 \\
\quad Netlist area before placement & 6890 µm² \\
\quad Syn\_area\_per\_cell & between 15 and 20 µm² \\
\quad Multiplexer fraction of the synthesized cell area & about 17\% \\
\quad Async SR Flop Fraction & under 10\% \\
\quad Complex Gates by Area & roughly 3.1\% \\
\quad Area contributors post-synth & sky130\_fd\_sc\_hd\_\_edfxtp\_1, sky130\_fd\_sc\_hd\_\_mux4\_1, sky130\_fd\_sc\_hd\_\_dfxtp\_1 \\
\quad Synth warn & 2 \\
\quad Sequential cell area fraction in the yosys report & 68.3\% \\
\quad Share of synthesized cell area in full adder, half adder and majority cells & roughly 1.6\% \\
\quad Synthesized-area fraction occupied by and/or/nand/nor cells & 6.21\% \\
\quad Post-synth area from yosys stat & 6890 µm² \\
\quad Register bit count reported by yosys & between 150 and 200 \\
\quad Most common cell in the synthesized netlist & sky130\_fd\_sc\_hd\_\_edfxtp\_1 \\
\quad Commonest cells post-synth & sky130\_fd\_sc\_hd\_\_edfxtp\_1, sky130\_fd\_sc\_hd\_\_mux4\_1, sky130\_fd\_sc\_hd\_\_dfxtp\_1 \\
\quad Top cell area share & roughly 59\% \\
\quad XOR-XNOR Cells, Area Fraction & roughly 2.2\% \\
\quad Cell Type Count & between 40 and 50 \\
\quad Flip-flop cell with the highest count after synthesis & sky130\_fd\_sc\_hd\_\_edfxtp\_1 \\
\quad Number of cells produced by synthesis & 370 \\
\quad Ys cells & between 300 and 400 \\
\quad Number of enable flip-flop cells & roughly 140 \\
\quad Main logic family after synthesis & multiplexers \\
\multicolumn{2}{l}{\textbf{Global routing}} \\
\quad Largest net degree at the start of global routing & 37 \\
\quad Global-route usage over all layers & around a fifth \\
\quad Total global routing overflow & 0 \\
\quad Antenna violations before repair & 0 \\
\quad First-pass GRT wire length & 19900 µm \\
\quad Number of global-route vias before repair & 3605 \\
\multicolumn{2}{l}{\textbf{Setup path}} \\
\quad Worst-path maximum fanout & 13 \\
\quad Flop2flop setup slack & roughly 1900 ps \\
\quad Crit path required time & $\sim$3400 ps \\
\quad Startpoint class of the critical path & flip-flop \\
\quad Data arrival time at the worst-slack endpoint & 2790 ps \\
\quad Crit. End Element & output port \\
\quad Crit Path Category & reg -> out \\
\multicolumn{2}{l}{\textbf{Run status}} \\
\quad Result of the run & completed \\
\multicolumn{2}{l}{\textbf{Placed design}} \\
\quad DPL Wire Length & 8090 µm \\
\quad Post-Place Setup Slack & 1080 ps \\
\quad Number of buffers added on ports & 29 \\
\quad RD Place Congestion & 0.833 \\
\multicolumn{2}{l}{\textbf{Power and ir drop}} \\
\quad VDD IR-drop max & roughly 0.32 mV \\
\quad Total power density per cell area & around 520 nW/µm² \\
\quad Standby leakage power & approximately 2.8 nW \\
\multicolumn{2}{l}{\textbf{Min path}} \\
\quad Hold crit path type & reg -> reg \\
\hline
\end{tabular}
state kept, by name, summed over array words and instances, names as in the netlist:
signal,count
fifo_.data_out,8
fifo_.memory,128
fifo_.read_ptr,4
fifo_.write_ptr,4
qpsk_.changed_data,8
qpsk_.data,8
qpsk_.data_valid,1
qpsk_.last_symb_counter,2
qpsk_.symb_counter,2
final cells by class:
type                       instances  share of cell area, %
sequential                       165                   59.1
multi-input combinational        180                   25.7
tap                              176                   2.76
clock buffer                      21                   5.53
clock inverter                    11                   1.38
inverter                           9                  0.424
timing repair buffer              45                   5.15
per-layer routing:
| layer | wire length [µm] | track usage, % | vias to the layer above |
|---|---|---|---|
| met4 | 231 | 2.81 | 0 |
| met3 | 922 | 8.12 | 17 |
| li1 | - | - | 1614 |
| met5 | 0 | 0 | - |
| met2 | 6230 | 32.3 | 94 |
| met1 | 5050 | 33.0 | 1695 |
worst paths after layout:
check                                           start                    endpoint  cells after the start
worst min-delay path            qpsk_.symb_counter[2]  qpsk_.last_symb_counter[2]                      0
max in group asynchronous                       reset           fifo_.read_ptr[0]                      2
worst min register to register  qpsk_.symb_counter[2]  qpsk_.last_symb_counter[2]                      0
worst max register to register     fifo_.write_ptr[0]         fifo_.memory[10][3]                      7
worst max-delay path               fifo_.write_ptr[0]                        full                      6
min in group asynchronous                       reset          fifo_.write_ptr[3]                      2
worst max-delay path, stage by stage (launching register included):
cell and delay (ps):
sky130_fd_sc_hd__dfrtp_1 490, sky130_fd_sc_hd__inv_1 100, sky130_fd_sc_hd__ha_1 340, sky130_fd_sc_hd__xnor2_1 240
sky130_fd_sc_hd__nand3_1 200, sky130_fd_sc_hd__nor2_2 450, sky130_fd_sc_hd__clkdlybuf4s50_1 550
kinds of logic (layout without fill, tap and decap cells):
group / after synthesis / after routing
flops: 165 / 165
fa+ha+maj: 9 / 9
buf+inv: 25 / 86
compound gates: 27 / 27
mux: 52 / 52
xor+xnor: 15 / 15
simple gates: 77 / 77
through the flow:
stage               power, mW  instances  util (%)  instance area, µm²
floorplan                2.56        370         -                6890
global placement         2.79        575      55.6                7420
detailed placement       2.80        575      55.6                7420
CTS                      4.22        607      59.7                7970
global route             4.35        607      59.7                7970
finish                   4.18        607      59.7                7970
cell usage in the layout (no fill, tap or decap), types with 2 or more instances in the layout:
cell / instances
sky130_fd_sc_hd__a21o_1: 4
sky130_fd_sc_hd__clkbuf_16: 17
sky130_fd_sc_hd__ha_1: 9
sky130_fd_sc_hd__inv_1: 8
sky130_fd_sc_hd__buf_4: 16
sky130_fd_sc_hd__a22oi_1: 2
sky130_fd_sc_hd__nand3_1: 6
sky130_fd_sc_hd__nor3_1: 13
sky130_fd_sc_hd__dfrtp_1: 7
sky130_fd_sc_hd__mux2_2: 4
sky130_fd_sc_hd__nand4_1: 5
sky130_fd_sc_hd__mux2i_1: 8
sky130_fd_sc_hd__nor2b_1: 3
sky130_fd_sc_hd__clkinv_1: 3
sky130_fd_sc_hd__clkdlybuf4s50_1: 29
sky130_fd_sc_hd__bufinv_16: 2
sky130_fd_sc_hd__clkbuf_1: 4
sky130_fd_sc_hd__nor4_1: 6
sky130_fd_sc_hd__nor4_2: 2
sky130_fd_sc_hd__a21oi_1: 3
sky130_fd_sc_hd__xnor2_1: 9
sky130_fd_sc_hd__dfxtp_1: 21
sky130_fd_sc_hd__nand2_1: 10
sky130_fd_sc_hd__nand3b_1: 2
sky130_fd_sc_hd__edfxtp_1: 136
sky130_fd_sc_hd__nor3b_1: 2
sky130_fd_sc_hd__xor2_1: 4
sky130_fd_sc_hd__nand2b_1: 6
sky130_fd_sc_hd__a32o_1: 2
sky130_fd_sc_hd__o21ai_0: 4
sky130_fd_sc_hd__clkinvlp_4: 2
sky130_fd_sc_hd__mux4_2: 10
sky130_fd_sc_hd__nor2_1: 16
sky130_fd_sc_hd__a31oi_1: 5
sky130_fd_sc_hd__mux4_1: 30
sky130_fd_sc_hd__clkinv_2: 3
sky130_fd_sc_hd__a22o_1: 2
power by group:
part           internal, mW  switching, mW
Combinational         0.509          0.404
Clock                 0.845          0.566
Sequential             1.80         0.0573
Power and IR drop assume default switching activity.
